<file path="design/flow/design.v">
`timescale 1ns / 1ps
module InstructionMem (
input [31:0] address,
output [31:0] instruction
    );
reg [31:0]instruct;
reg [31:0] memory [100:0];
initial begin
	memory[0] = 32'b000010_00000_00001_00111_000000_00000;     
	memory[1] = 32'b000010_00010_00111_00011_000000_00000;     
	memory[2] = 32'b000010_00000_00011_00000_000000_00000;     
	memory[3] = 32'b010110_00001_00011_0000000000000101;       
	memory[4] = 32'b111010_00010_00000_0000000000000001;       
	memory[5] = 32'b101110_00101_00110_1111111111111111;     
	memory[6] = 32'b011010_00010_00000_0000000000000001;       
	memory[7] = 32'b100000_00000_00000_00000_000000_01001;     
	memory[8] = 32'b000010_00010_00000_00011_000000_00000;  
	memory[9] = 32'b111010_00010_00000_0000000000000001;      
	memory[10] = 32'b010110_00001_00001_0000000000000101;        
end
always @ (address)
begin
	 instruct <= memory[address];
end
assign instruction=instruct;
endmodule
</file>
<file path="design/flow/run.sh">
#!/bin/bash
# OpenROAD 26Q1-2900-gdf79404cd8, Yosys 0.63+post, stock flow scripts
make -C /OpenROAD-flow-scripts/flow DESIGN_CONFIG=/design/flow/config.mk WORK_HOME=/design/flow/orfs finish
</file>
<file path="design/flow/config.mk">
export PLATFORM = sky130hd
export DESIGN_NAME = InstructionMem
export DESIGN_NICKNAME = InstructionMem
export VERILOG_FILES = /design/flow/design.v
export SDC_FILE = /design/flow/constraint.sdc
export NUM_CORES = 4
export LEC_CHECK = 1
export CORE_AREA = 10 10 70 70
export DIE_AREA = 0 0 80 80
</file>
<file path="design/flow/constraint.sdc">
current_design InstructionMem

set clk_period 1.1
set clk_io_pct 0.2

create_clock -name clk0 -period $clk_period

set non_clock_inputs [all_inputs -no_clocks]
set_input_delay [expr $clk_period * $clk_io_pct] -clock clk0 $non_clock_inputs
set_output_delay [expr $clk_period * $clk_io_pct] -clock clk0 [all_outputs]
</file>
==> flow_summary.json <==
{
  "row_count": 21,
  "endpoint_kind": "primary output",
  "switching_share_pct": 38.9,
  "p_per_area_nw_per_um2": 325,
  "p_leak_nw": 0.421,
  "p_seq_share_pct": 0,
  "mux_area_share_pct": 0,
  "yosysMostFrequentCell": "buf_4",
  "overflow": 0,
  "ys_types": 25,
  "track_usage_pct": 4.14,
  "hold_path.class": "input pin to primary output",
  "drive_above_1_share_pct": 84.1,
  "area_delta_synth_final_pct": 155,
  "syn_inst": 49,
  "maxCapViolCount": 0,
  "setup_viol": 24,
  "syn-cell-area_um2": 338,
  "finalClockPeriodUsage_pct": 121,
  "finalCriticalPeriod_ns": 1.33,
  "ant_nets": 0,
  "wl_met3_um": 138,
  "num_vias": 454,
  "die_h_um": 80,
  "grt_pass1_wl_um": 2240,
  "pin_count": 64,
  "ys_cells": 49,
  "routabilityCongestion": 0.727,
  "syn_avg_cell_area_um2": 6.89,
  "post-synth-top-area-cell": "buf_4",
  "status": "finished with violations",
  "ys_top_logic_family": "buffers and inverters",
  "synthAoiAreaFrac_pct": 29.6,
  "worstPathMaxFanout": 3,
  "wl_met2_um": 746,
  "totalWireLength_um": 1530,
  "ys_seq_share_pct": 0,
  "grt_max_degree": 9,
  "area_leaders": "buf_4, a211oi_2, a22oi_2, o211ai_2, o22ai_1",
  "xor_share_pct": 2.59,
  "log.warning_count": 62,
  "top_layer": "met3",
  "arrival_ns": 1.11,
  "wirelength_met1_um": 642,
  "fp_util_pct": 9.89,
  "start_kind": "input pin",
  "nClkBuffers": 0,
  "yosys-top-cells-count": "buf_4, inv_1",
  "maxSlewViolCount": 0,
  "flops": 0,
  "power_switching_w": 0.000109,
  "drtIter0Drc": 17,
  "top_cell_area_share_pct": 40.0,
  "place_hpwl_um": 1060,
  "cp_slowest_stage_delay_ns": 0.22,
  "wl_per_cell_um": 11.4,
  "logic_area_um2": 265,
  "critPathKind": "input pin to primary output",
  "max_freq_ghz": 0.752,
  "port_buffers": 31,
  "grt_pass1_vias": 471,
  "regArea_um2": 0,
  "diodes": 0,
  "p_comb_share_pct": 100.0,
  "pre_cts_slack_ns": -0.836,
  "coreArea_um2": 3420,
  "dieArea_um2": 6400,
  "rsz0062_at_grt": "yes",
  "fillers": 368,
  "postLayoutCoreUtil_pct": 25.2,
  "hold_buffers": 0,
  "crit_slowest_cell": "nand3b_1",
  "peakVddDrop_mv": 0.166,
  "yosys_area_um2": 338,
  "routed_via_density": 3.39,
  "p_int_w": 0.000171,
  "finalHoldViolCount": 0,
  "fp.dieW_um": 80,
  "firstDrtPassIters": 4,
  "required_ns": 0.88,
  "layout_setup_ws_ns": -0.230,
  "synthSimpleGateAreaFrac_pct": 17.0,
  "grt_antenna_before_repair": 0,
  "fa_ha_area_share_pct": 0,
  "violations": "setup timing",
  "drcViolationCount": 0,
  "pwr-share-clk_pct": 0,
  "worstPathCellList": "buf_8, nand3b_1, buf_4, buf_6, o211ai_4, buf_2",
  "yosysWarnings": 1
}
## worst max-delay path, delay by kind of cell
| kind | cells | cell delay, ns |
|---|---|---|
| compound gates | 1 | 0.16 |
| simple gates | 1 | 0.22 |
| buf+inv | 4 | 0.52 |
## per-layer routing
metal | vias to the layer above | track usage (%)
met3 | 0 | 1.02
met4 | 0 | 0
met1 | 208 | 5.15
met5 | - | 0
li1 | 224 | -
met2 | 22 | 7.38
## repair_timing
item	in CTS	in global routing
endpoints found under the setup margin	27	26
hold endpoints to repair	0	0
pin swaps	7	5
setup buffers	16	3
resized	147	15
gates cloned	1	0
## layout make-up
cell class | count | share of cell area [%]
multi-input combinational | 29 | 30.8
timing repair buffer | 56 | 61.0
inverter | 3 | 1.60
tap | 46 | 6.68
## cell families after synthesis
logic type,Yosys count
XOR/XNOR,1
AND/OR/NAND/NOR,10
AND-OR/OR-AND,13
buffers and inverters,24
other,1
## worst paths after layout
kind / startpoint / to / slack (ns) / cells past startpoint
worst max-delay path: address[3] / instruction[2] / -0.23 / 6
worst min-delay path: address[3] / instruction[0] / 0.84 / 5
## power groups by stage
stage / combinational (W) / clock (W) / sequential, W
5_1_grt: 0.000303 / 0 / 0
6_report: 0.000280 / 0 / 0
4_1_cts: 0.000255 / 0 / 0
## placed cells by master (no fill, tap or decap), drive strengths merged
cell type  Yosys  routed
buf           21      55
o21ai          3       3
a21oi          2       2
o211a          1       1
nand2b         1       1
o22ai          2       2
nor3           1       1
xor2           1       1
a21boi         1       1
a211oi         1       1
conb           1       5
nand2          3       3
nor2           2       2
o211ai         2       2
nand3b         1       1
nor3b          1       1
a22oi          1       1
nand3          1       1
clkbuf         0       1
inv            3       3
## through the flow
step	setup TNS, ns	hold WS [ns]	instance area (um2)	power, W	instances
after CTS	-3.01	0.824	818	0.000255	133
after global routing	-3.56	0.868	862	0.000303	134
after global placement	-20.60	1.51	632	0.000209	116
final	-2.45	0.839	862	0.000280	134
after floorplan	0	0.471	355	0.0000932	53
after detailed placement	-20.76	1.51	632	0.000207	116
Power and IR drop assume default switching activity.
