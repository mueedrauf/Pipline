===== flow/run.sh =====
#!/bin/bash
# OpenROAD 26Q1-2900-gdf79404cd8, Yosys 0.63+post, stock flow scripts
make -C /OpenROAD-flow-scripts/flow DESIGN_CONFIG=/design/flow/config.mk WORK_HOME=/design/flow/orfs finish

===== flow/config.mk =====
export PLATFORM = sky130hd
export DESIGN_NAME = dataMem
export DESIGN_NICKNAME = dataMem
export VERILOG_FILES = /design/flow/design.v
export SDC_FILE = /design/flow/constraint.sdc
export NUM_CORES = 4
export LEC_CHECK = 1
export CORE_UTILIZATION = 40

===== flow/constraint.sdc =====
current_design dataMem

set clk_period 1.0
set clk_io_pct 0.2

create_clock -name clk0 -period $clk_period

set non_clock_inputs [all_inputs -no_clocks]
set_input_delay [expr $clk_period * $clk_io_pct] -clock clk0 $non_clock_inputs
set_output_delay [expr $clk_period * $clk_io_pct] -clock clk0 [all_outputs]

===== flow/design.v =====
`timescale 1ns / 1ps
module dataMem (
  input [31:0] Address,
  input [31:0] WriteData,
  input [31:0] luifield,
  input MemWrite,
  input MemRead,
  input MemToReg,
  input lui,
  output reg [31:0] DataOut
);
  reg [31:0] data [31:0];
  integer i;
  reg [31:0] readfield;
  initial begin
      data[0] <= 32'b00000000000000000000000000000000;
		data[1] <= 32'b00000000000000000000000000000000;
		data[2] <= 32'b00000000000000000000000000000000;
		data[3] <= 32'b00000000000000000000000000000000;
		data[4] <= 32'b00000000000000000000000000000000;
		data[5] <= 32'b00000000000000000000000000000000;
		data[6] <= 32'b00000000000000000000000000000000;
		data[10] <= 32'b00000000000000000000000000000000;
		data[11] <= 32'b00000000000000000000000000000000;
		data[12] <= 32'b00000000000000000000000000000000;
		data[13] <= 32'b00000000000000000000000000000000;
		data[14] <= 32'b00000000000000000000000000000000;
		data[15] <= 32'b00000000000000000000000000000000;
		data[16] <= 32'b00000000000000000000000000000000;
		data[17] <= 32'b00000000000000000000000000000000;
		data[18] <= 32'b00000000000000000000000000000000;
  end
  always @* begin
  	 if (MemRead) begin
      readfield <= data[Address];
    end 
    if (MemWrite) begin
      data[Address] <= WriteData;
    end 
	 if(MemToReg)begin
	   DataOut <= readfield;
	 end
	 else if (lui) begin
	   DataOut<=luifield;
	 end
	 else begin   
      DataOut <= Address;
    end
  end
endmodule

==> Changelog: implementation <==
### Metrics

* Tot GR Track Use at 0.2721
* Crit start category: input pin
* Crit-path cells: buf_12, buf_12, buf_4, mux2i_1, o21ai_1, buf_2
* FP Util at 0.4066
* Synthesis-to-layout area growth at 10.11%
* Maximum vdd drop at 173.5 uV
* PD cells at 310.0 nW/um^2
* Min Tclk post-route at 1152 ps
* Post-synth cell types at 63
* Final setup violation count at 31
* EDFF count, synth at 0
* Max-cap viol count at 0
* Critical path class: input pin to primary output
* Total power draw at 0.008787 W
* Die height at 255.7 um
* Warning count from the yosys run at 2
* Die area at 65370 um^2
* Initial antenna violation count at 3
* Failing checks: setup timing
* Post-synth regs at 1056
* Initial DRC count at 1729
* Yosys cell count at 2622
* Drt wl/cell at 24.68 um
* RSZ-0062 raised after global routing: true
* Pre-antenna DRT Iters at 6
* Synth top cell by count: dlxtn_1
* Largest cells by area: dlxtn_1 60%, nand3_1 5.4%, and3_1 3.4%, mux2i_1 3.1%, a2111oi_0 2.4%
* Worst-path fanout max at 8
* Net Sw Power at 0.003890 W
* Status: complete, but fails checks
* Gr ovfl total at 0
* Mapped cell area at 25740 um^2
* Buffers on Ports at 132
* Gp weighted congestion at 0.9219
* Hold Path Cell Cnt at 3
* Arrival time of the worst setup path at 950 ps
* Post-DP HPWL at 51050 um
* Area reported by Yosys stat at 25740 um^2
* Cell mode on critical path: buf_12
* Die Width at 255.7 um
* Commonest cells in the netlist: 1024 x dlxtn_1, 279 x nand3_1, 141 x and3_1, 141 x clkbuf_1, 88 x o21ai_0
* Final Worst Setup Slack at -152.2 ps
* Routed WL at 87180 um
* Required time worst endpoint at 800 ps
* Slowest CP cell: buf_12
* Pin count of the biggest net entering global routing at 110
* Fin util at 0.4477
* Int Pwr at 0.004897 W
* CP endpoint kind: primary output
* Reg area at 15860 um^2
* Post-synth top area share at 0.5982
* Std cell rows at 92
* Number of unconstrained endpoints at 1056
* Proportion of layout cells with a drive suffix above 1 at 0.08349
* Worst path max stage delay at 140 ps
* Comb area at 9037 um^2
* First-pass GRT wire length at 129100 um
* Stage-log warning count at 38
* Leak at 13.46 nW
* Type of the most critical hold path: input pin to primary output
* Sw frac at 0.4427
* Synth async-reset ratio at 0
* Vias in the first global route at 19755
* Worst Path Buf+Inv at 4
* Worst hold endpoint: DataOut[5]
* Synth area leader: dlxtn_1
* Post-route ant nets at 0
* # DRC at 0
* # fillers at 5836
* Tcrit/Tclk final at 1.152
* Final hold violations at 0
* Core Box Area at 63310 um^2
* Slew @ Worst Pin at 1079 ps
* Main synth FF type: dlxtn_1
* Register pins left without a clock at 1056
* Number of I/O pins at 132
* Slew Limit Fails at 0
* Beginning of the worst hold path: MemToReg
* Via count at 20855
* Fmax at 867.9 MHz
* Post-DR vias/cell at 5.903
* CP top delay family: buffers and inverters
* Post-Synthesis Cells at 2622
* Relative slew slack at 0.2618
* Syn Area/Cell at 9.818 um^2
-- tightest hold or removal path, cell delays in order --
cell and delay, ps:
buf_12 160, o21ai_1 70, buf_2 100
-- per-layer routing --
metal,track usage,vias up,share of wire
met5,0.01974,-,0.0021
met4,0.06287,4,0.026
met3,0.09959,152,0.11
met2,0.4052,1027,0.44
met1,0.3884,10110,0.42
li1,-,9562,-
-- kinds of logic after synthesis --
kind of cell           count (synthesis)  synth area share
latches                             1056            0.6169
AND/OR/NAND/NOR                      795            0.1750
AND-OR/OR-AND                        461            0.1364
buffers and inverters                219           0.03626
multiplexers                          91           0.03636
-- state kept, by name, indices dropped and copies added, names as in the netlist --
name	count
readfield	32
data	1024
-- through the flow --
stage	setup TNS [ps]	area (um^2)	std cells	worst slack [ps]	hold slack [ps]
6_report	-2134	28340	3533	-152.2	733.7
5_1_grt	-3715	28340	3530	-203.8	768.6
4_1_cts	-3410	28330	3530	-160.3	743.5
3_5_place_dp	-20530	28290	3518	-916.9	1110
3_3_place_gp	-19660	28290	3518	-932.0	1099
2_1_floorplan	-196.2	25880	2622	-78.12	509.9
-- cells in the final DEF (no fill, tap or decap), drive strengths merged, types with 46 or more instances in the layout --
cell         instances
a2111oi             81
a21oi               60
a22oi               63
and3               141
and3b               58
buf                184
dlxtn             1024
dlygate4sd2         46
mux2i               80
nand2               76
nand3              279
nand3b              54
nand4               67
nor2                68
o21ai               92
-- layout make-up --
cell class | instances | share of cell area
Antenna cell | 4 | 0.0003531
Inverter | 3 | 0.0003973
Multi-Input combinational cell | 1347 | 0.3188
Sequential cell | 1056 | 0.5594
Tap cell | 846 | 0.03734
Timing Repair Buffer | 277 | 0.08369
-- worst max-delay path by stage --
stage,startpoint,end,slack [ps],depth (start not counted)
4_1_cts,lui,DataOut[8],-160,6
5_1_grt,lui,DataOut[12],-200,6
6_report,lui,DataOut[12],-150,6
-- repair_timing --
item	4_1_cts	5_1_grt
endpoints found under the setup margin	32	32
gates resized	202	14
hold buffers	0	0
endpoints found under the hold margin	0	0
pin swaps	31	29
cloned	3	0
buffers inserted	9	0
No activity file was given, so power comes from the tool's default toggle rates.
