`/design/flow/design.v`:
```
`timescale 1ns / 1ps
module Control (
  input [5:0] Opcode,
  output RegDst, RegWrite, ALUSrc,
  output MemtoReg, MemRead, MemWrite,
  output Branch, jump, lui,
  output [2:0] ALUControl
);
  reg RegDstR, RegWriteR, ALUSrcR;
  reg MemtoRegR, MemReadR, MemWriteR;
  reg BranchR, jumpR, luiR;
  reg [2:0] ALUControlR;
  function [2:0] fetchALUControl;
    input [2:0] Opcode;
    begin
      case(Opcode)
        3'b000: fetchALUControl = 3'b000;  
        3'b001: fetchALUControl = 3'b001;  
        3'b010: fetchALUControl = 3'b010;  
        3'b110: fetchALUControl = 3'b110;  
        3'b111: fetchALUControl = 3'b111;  
        default: fetchALUControl = 3'b000;  
      endcase
    end
  endfunction
always @(*) begin
    case(Opcode[5:3])
        3'b010: begin  
            RegDstR     <= 0;
            ALUSrcR     <= 0;
            MemtoRegR   <= 1;
            RegWriteR   <= 1;
            MemReadR    <= 1;
            MemWriteR   <= 0;
            BranchR     <= 1;
            jumpR       <= 0;
            ALUControlR <= fetchALUControl(Opcode[2:0]);
				luiR        <= 0;
        end
        3'b100: begin  
            RegDstR     <= 1'bx;
            ALUSrcR     <= 0;
            MemtoRegR   <= 1'bx;
            RegWriteR   <= 0;
            MemReadR    <= 0;
            MemWriteR   <= 0;
            BranchR     <= 1'bx;
            jumpR       <= 1;
            ALUControlR <= fetchALUControl(Opcode[2:0]);
				luiR        <= 0;
        end
        3'b000: begin  
            RegDstR     <= 1;
            ALUSrcR     <= 0;
            MemtoRegR   <= 0;
            RegWriteR   <= 1;
            MemReadR    <= 0;
            MemWriteR   <= 0;
            BranchR     <= 0;
            jumpR       <= 0;
            ALUControlR <= fetchALUControl(Opcode[2:0]);
				luiR        <= 0;
        end
        3'b011: begin  
            RegDstR     <= 0;
            ALUSrcR     <= 1;
            MemtoRegR   <= 1;
            RegWriteR   <= 1;
            MemReadR    <= 1;
            MemWriteR   <= 0;
            BranchR     <= 0;
            jumpR       <= 0;
            ALUControlR <= fetchALUControl(Opcode[2:0]);
				luiR        <= 0;
        end
        3'b111: begin  
            RegDstR     <= 0;
            ALUSrcR     <= 1;
            MemtoRegR   <= 0;
            RegWriteR   <= 1;
            MemReadR    <= 0;
            MemWriteR   <= 1;
            BranchR     <= 0;
            jumpR       <= 0;
            ALUControlR <= fetchALUControl(Opcode[2:0]);
				luiR        <= 0;
        end
        3'b101: begin  
            RegDstR     <= 0;
            ALUSrcR     <= 1'b0;
            MemtoRegR   <= 0;
            RegWriteR   <= 1;
            MemReadR    <= 0;
            MemWriteR   <= 0;
            BranchR     <= 0;
            jumpR       <= 0;
            ALUControlR <= fetchALUControl(Opcode[2:0]);
				luiR        <= 1;
        end
        default: begin  
            RegDstR     <= 1'bx;
            ALUSrcR     <= 1'bx;
            MemtoRegR   <= 1'bx;
            RegWriteR   <= 1'bx;
            MemReadR    <= 1'bx;
            MemWriteR   <= 1'bx;
            BranchR     <= 1'bx;
            ALUControlR <= 3'bxxx;
				luiR        <= 1'bx;
        end
    endcase
end
assign RegDst=RegDstR;
assign RegWrite=RegWriteR;
assign ALUSrc=ALUSrcR;
assign MemtoReg=MemtoRegR;
assign MemRead=MemReadR;
assign MemWrite=MemWriteR;
assign Branch=BranchR;
assign jump=jumpR;
assign lui=luiR;
assign ALUControl=ALUControlR;
endmodule
`timescale 1ns / 1ps
module Reg(clk, RegDst, RegWrite, ReadReg1, ReadReg2, WriteReg, WriteData, ReadData1, ReadData2);
	input clk;
	input RegWrite;
	input RegDst;
	input [4:0] ReadReg1, ReadReg2, WriteReg;
	input [31:0] WriteData;
	output [31:0] ReadData1, ReadData2;
	reg [31:0] reg_mem [0:31];
	initial begin
		reg_mem[0] <= 1;
		reg_mem[1] <= 2;
		reg_mem[2] <= 3;
		reg_mem[3] <= 4;
		reg_mem[4] <= 5;
		reg_mem[5] <= 9;
		reg_mem[6] <= 9;
	end
	assign ReadData1 = reg_mem[ReadReg1];
	assign ReadData2 = reg_mem[ReadReg2];
always @(posedge clk) begin
  if (RegWrite) begin
    if (RegDst) begin
      reg_mem[WriteReg] <= WriteData;  
    end else begin
      reg_mem[ReadReg2] <= WriteData;  
    end
  end
end	
endmodule
`timescale 1ns / 1ps
module SignExtend(
    input [15:0] Instruction,
    output wire [31:0] SignExtendedInstruction
);
    reg [31:0] SignExtendedInstruction_reg;
    wire sign_bit;
    assign sign_bit = Instruction[15];
    always @* begin
        if (sign_bit == 1'b0) begin
            SignExtendedInstruction_reg = {16'b0, Instruction};  
        end else begin
            SignExtendedInstruction_reg = {16'b1, Instruction};  
        end
    end
    assign SignExtendedInstruction = SignExtendedInstruction_reg;
endmodule
`timescale 1ns / 1ps
module decode(  input clk,
  input [31:0] inst,
  input [31:0] ALUOut,
  output [15:0] immediate,
  output [25:0] jumpf, 
  output RegDst, RegWrite, ALUSrc,
  output MemtoReg, MemRead, MemWrite,
  output Branch, jump, lui,
  output [2:0] ALUControl,
  output [31:0] SignExtendedInstruction, 
  output [31:0] ReadData1,ReadData2
    );
	 wire[5:0] operationcode;
	 wire [5:0]functionn;
	 wire[4:0] rd, rs, rt, shamt;
	 wire [15:0] immed;
	 wire [31:0]SignExtInst,RS,RT;
	 wire RegDstW, RegWriteW, ALUSrcW;
    wire MemtoRegW, MemReadW, MemWriteW;
    wire BranchW, jumpW, luiW;
    wire [2:0] ALUControlW;
	 wire [25:0] jumpfW;
	 reg [31:0]SignExtInstR;
    reg RegDstR, RegWriteR, ALUSrcR;
    reg MemtoRegR, MemReadR, MemWriteR;
    reg BranchR, jumpR, luiR;
    reg [2:0] ALUControlR;
	 reg [31:0] A,B;
	 reg [25:0] jumpfR;
decoder decoding (
    .inst(inst),
    .opcode(operationcode),
    .funct(functionn),
    .rd(rd),
    .rs(rs),
    .rt(rt),
    .shamt(shamt),
    .immediate(immed),
    .jump(jumpfW)
);
SignExtend SignExtend_inst (
   .Instruction(immed),
   .SignExtendedInstruction(SignExtInst)
);
Control CU (
    .Opcode(operationcode),
    .RegDst(RegDstW),
    .RegWrite(RegWriteW),
    .ALUSrc(ALUSrcW),
    .MemtoReg(MemtoRegW),
    .MemRead(MemReadW),
    .MemWrite(MemWriteW),
    .Branch(BranchW),
	 .jump(j_labelW),
	 .lui(luiW),
    .ALUControl(ALUControlW)
);
Reg regfile (
    .clk(clk),
    .RegWrite(RegWriteW),
	 .RegDst(RegDstW),
    .ReadReg1(rs),
    .ReadReg2(rt),
    .WriteReg(rd),
    .WriteData(ALUOut),
    .ReadData1(RS),
    .ReadData2(RT)
);
always @(posedge clk)begin
    SignExtInstR<=SignExtInst;
	 RegDstR<=RegDstW;
	 RegWriteR<=RegWriteW;
	 ALUSrcR<=ALUSrcW;
	 MemtoRegR<=MemtoRegW;
	 MemReadR<=MemReadW;
	 MemWriteR<=MemWriteW;
	 BranchR<=BranchW;
	 jumpR<=jumpW;
	 luiR<=luiW;
	 ALUControlR<=ALUControlW;
	 A<=RS;
	 B<=RT;
	 jumpfR<=jumpfW;
end
assign SignExtInst=SignExtInstR;
assign RegDst=RegDstR;
assign RegWrite=RegWriteR;
assign ALUSrc=ALUSrcR;
assign MemtoReg=MemtoRegR;
assign MemRead=MemReadR;
assign MemWrite=MemWriteR;
assign Branch=BranchR;
assign jump=jumpR;
assign lui=luiR;
assign ALUControl=ALUControlR;
assign ReadData1=A;
assign ReadData2=B;
assign jumpf=jumpW;
endmodule	
`timescale 1ns / 1ps
module decoder (
  input [31:0] inst,
  output [5:0] opcode,
  output [5:0] funct,
  output [4:0] rd, rs, rt, shamt,
  output [15:0] immediate,
  output [25:0] jump
);
  assign opcode = inst[31:26];
  reg [4:0] rd_reg, rs_reg, rt_reg, shamt_reg;
  reg [5:0] funct_reg;
  reg [15:0] imm;
  reg [25:0] j;
  always @(*) begin
    case (opcode[5:3])
      3'b000: begin  
        funct_reg = inst[5:0];
        shamt_reg = inst[10:6];
        rd_reg = inst[15:11];
        rt_reg = inst[20:16];
        rs_reg = inst[25:21];
      end
      3'b100: begin      
        j = inst[25:0];
      end
      3'b010: begin       
        rt_reg = inst[20:16];
        rs_reg = inst[25:21];
        imm = inst[15:0];
      end
		3'b011: begin        
		  rt_reg = inst[20:16];
        rs_reg = inst[25:21];
        imm = inst[15:0];
		  end
		3'b111:begin          
		  rt_reg = inst[20:16];
        rs_reg = inst[25:21];
        imm = inst[15:0];
		  end
		 3'b101:begin          
		  rt_reg = inst[20:16];
        rs_reg = inst[25:21];
        imm = inst[15:0];
		  end
      default: begin  
        funct_reg = 6'b0;
        shamt_reg = 5'b0;
        rd_reg = 5'b0;
        rt_reg = 5'b0;
        rs_reg = 5'b0;
      end
    endcase
  end
  assign funct = funct_reg;
  assign shamt = shamt_reg;
  assign rd = rd_reg;
  assign rt = rt_reg;
  assign rs = rs_reg;
  assign jump = j;
  assign immediate = imm;
endmodule
```
`/design/flow/run.sh`:
```
#!/bin/bash
# OpenROAD 26Q1-2900-gdf79404cd8, Yosys 0.63+post, stock flow scripts
make -C /OpenROAD-flow-scripts/flow DESIGN_CONFIG=/design/flow/config.mk WORK_HOME=/design/flow/orfs finish
```
`/design/flow/config.mk`:
```
export PLATFORM = sky130hd
export DESIGN_NAME = decode
export DESIGN_NICKNAME = decode
export VERILOG_FILES = /design/flow/design.v
export SDC_FILE = /design/flow/constraint.sdc
export NUM_CORES = 4
export LEC_CHECK = 1
export CORE_UTILIZATION = 50
```
`/design/flow/constraint.sdc`:
```
current_design decode

set clk_period 5.7
set clk_io_pct 0.2

create_clock -name clk0 -period $clk_period [get_ports {clk}]

set non_clock_inputs [all_inputs -no_clocks]
set_input_delay [expr $clk_period * $clk_io_pct] -clock clk0 $non_clock_inputs
set_output_delay [expr $clk_period * $clk_io_pct] -clock clk0 [all_outputs]
```
==> qor.txt <==
Outcome -> finished clean
GRT overflow -> 0
TritonCTS Buffers -> 116
DR iter-0 viols -> 1770
Placer Congestion -> 0.903
CTS max path bufs -> 3
Clock Power Share -> 41.7%
Peak VDD IR -> 0.308 mV
Initial antenna violation count -> 1
FF-to-FF End -> B[15]$_DFF_P_
FFs w/ async S/R, synth -> 0%
Fin Clk Skew -> 29.4 ps
Crit-path max FO -> 22
Syn Inst Count -> 3617
PD cells -> 324 nW/µm²
CTS Hold Bufs -> 0
DRT Pass-1 Iters -> 6
R2r setup slk -> 3810 ps
# port buffers -> 128
P&R area growth vs syn -> 12.8%
IO Count -> 215
H-tree depth -> 3
Yosys Instances -> 3617
Tool warnings -> 40
Root Buffer -> clkbuf_16
Latency at later pin -> 720 ps
Synth cell count leaders -> mux2i_1 (1027), edfxtp_1 (1024), nand2_1 (213)
All-Layer GR Usage -> 32.1%
Register pins left without a clock -> 15
Max FFs per register -> 1024
YS warnings -> 55
Yosys stat area -> 51500 µm²
Largest reg by FF count -> regfile.reg_mem
Hold slack -> 637 ps
Number of global-route vias before repair -> 34400
FMAX -> 238 MHz
RSZ-0062 raised after global routing -> no
Wire per inst -> 29.3 µm
CP endpoint kind -> flip-flop
Max-Cap Viols -> 0
DP Area -> 54000 µm²
Final core utilization -> 57.0%
Crit path largest cell delay -> 750 ps
Vias per std cell -> 6.22
Finished Cell Area -> 58100 µm²
Max Slew Vio Count -> 0
Leakage -> 20.0 nW
Clock period minus worst slack -> 4200 ps
Crit path buffers/inverters -> 2
Reg power frac -> 48.2%
Worst-path clk slew -> 60 ps
Slew headroom -> 34.1%
Reg2reg start -> regfile.reg_mem[5][15]$_DFFE_PP_
Drt drc -> 0
FP Rows -> 117
Post-route ant nets -> 0
Net Sw Frac -> 23.4%
Fin crit share -> 73.7%
Yosys cell types -> 42
Worst hold path class -> reg -> reg
Int Power -> 14.4 mW
CP cell instances -> clkdlybuf4s50_1 -> mux2i_2 -> mux2i_1 -> nand2_1 -> nor2_4 -> buf_12
Crit path DRT -> 6080 ps
Commonest flop -> edfxtp_1
Largest cells by area after synthesis -> edfxtp_1 (60%), mux2i_1 (20%), dfxtp_1 (2.9%)
Crit. Startpoint -> inst[31]
Combinational power share -> 10.1%
Largest regs -> regfile.reg_mem (1024), A (32), B (32)
CTS tree -> done
Final setup TNS -> 0 ps
Post-DP HPWL -> 86000 µm
Synthesized area per cell -> 14.2 µm²
Worst r2r path cells -> 5
Post_cts resized -> 0
Crit-path slowest cell -> nor2_4
Levels on crit path -> 6
Worst setup SP type -> input pin
P_sw -> 4.41 mW
Worst setup path endpoint -> regfile.reg_mem[12][10]$_DFFE_PP_
Starting Density -> 50.5%
Die Y -> 323 µm
Endpoints left unconstrained -> 15
Total power -> 18.8 mW
Post-synth top area share -> 59.7%
Most numerous cell in the Yosys netlist -> mux2i_1
Largest area contributor in the netlist -> edfxtp_1
Share of cells above drive strength 1 -> 9.63%
Critical path type -> in -> reg
Die width -> 323 µm
Largest net degree at the start of global routing -> 101
Cell Area, Synth -> 51500 µm²
CORE AREA -> 102000 µm²
Worst path arrival time -> 4580 ps
Final setup fails -> 0
Delay-heaviest family, CP -> simple AND/OR/NAND/NOR gates
Die Area -> 104000 µm²
Slew at the pin with the worst max-slew slack -> 986 ps
Detailed Route WL -> 152000 µm
Final hold violations -> 0
First-pass GRT wire length -> 221000 µm
Post-CTS Setup Bufs -> 0
Vias -> 32400
Flip-flops with a built-in enable -> 1024
Yosys reg bits -> 1114
## worst min-delay path by stage
| stage | to | depth (start not counted) | slack [ps] | startpoint |
|---|---|---|---|---|
| 6_report | B[19]$_DFF_P_ | 4 | 640 | regfile.reg_mem[12][19]$_DFFE_PP_ |
| 5_1_grt | B[26]$_DFF_P_ | 4 | 690 | regfile.reg_mem[12][26]$_DFFE_PP_ |
| 4_1_cts | B[21]$_DFF_P_ | 4 | 640 | regfile.reg_mem[12][21]$_DFFE_PP_ |
## power by group through the flow
stage / Combinational, mW / Sequential, mW / Clock, mW
after CTS: 1.89 / 9.07 / 7.96
after global routing: 2.02 / 9.08 / 8.31
final: 1.90 / 9.07 / 7.86
## worst register-to-register path: stages, from the launching register on
cell and delay, ps:
edfxtp_1 340, mux2i_1 80, a22o_1 260, nor3_1 620, a31oi_1 140, nand3_1 310
## layout by cell type (no fill, tap or decap), drive strengths merged, types with 17 or more instances in the layout
cell,instances
nand2,215
clkinv,40
nor3,65
mux2i,1028
dfxtp,75
clkbuf,146
buf,125
edfxtp,1024
nand3,193
clkdlybuf4s50,128
a31oi,64
nor2,41
a22o,128
a21oi,194
a22oi,192
conb,75
bufinv,17
and2,18
## through the flow
stage	setup slack (ps)	cells
6_report	1500	5201
4_1_cts	1550	5199
3_5_place_dp	763	4979
3_3_place_gp	814	4979
5_1_grt	1340	5199
2_1_floorplan	1710	3691
## area by class of cell
type | count | area [µm²]
timing repair buffer | 253 | 2440
antenna | 2 | 5.00
clock inverter | 74 | 890
clock buffer | 146 | 3160
tap | 1368 | 1710
inverter | 3 | 11.3
multi-input combinational | 2241 | 17400
sequential | 1114 | 32500
fill | 7690 | 43800
## routing by layer
layer | GRT usage, % | wire length (µm)
met5 | 1.90 | 218
met4 | 11.4 | 6980
met3 | 19.2 | 21300
met2 | 49.1 | 72900
met1 | 38.5 | 50900
## cells by family after synthesis
kind of cell              share of synthesized area, %
AOI/OAI and AO/OA                                 7.78
DFF                                               62.7
latches                                          0.438
buffers and inverters                             4.26
and+or+nand+nor                                   4.79
muxes                                             20.0
xor gates and xnor gates                        0.0170
other                                          0.00729
Power and IR drop assume default switching activity.
